**./run.sh**
```bash
#!/bin/bash
# OpenROAD 26Q1-2900-gdf79404cd8, Yosys 0.63+post, stock flow scripts
make -C /OpenROAD-flow-scripts/flow DESIGN_CONFIG=/design/flow/config.mk WORK_HOME=/design/flow/orfs finish
```
**./config.mk**
```make
export PLATFORM = sky130hd
export DESIGN_NAME = Fuzzy_logic_based_tuner
export DESIGN_NICKNAME = Fuzzy_logic_based_tuner
export VERILOG_FILES = /design/flow/design.v
export SDC_FILE = /design/flow/constraint.sdc
export NUM_CORES = 4
export LEC_CHECK = 1
export CORE_UTILIZATION = 50
```
**./constraint.sdc**
```tcl
current_design Fuzzy_logic_based_tuner

set clk_period 30.6
set clk_io_pct 0.2

create_clock -name clk0 -period $clk_period [get_ports {clk}]

set non_clock_inputs [all_inputs -no_clocks]
set_input_delay [expr $clk_period * $clk_io_pct] -clock clk0 $non_clock_inputs
set_output_delay [expr $clk_period * $clk_io_pct] -clock clk0 [all_outputs]
```
**./design.v**
```verilog
`timescale 1ns / 1ps
module Fuzzy_logic_based_tuner(
 input [9:0] target_vel, 
 input [9:0] current_vel,
 output reg[3:0] Kp,Kd,
 input clk,enable
 );
   reg[9:0] target_vel_r; 
   reg[9:0] current_vel_r;
   wire[3:0] Kp_final,Kd_final;
	reg signed[10:0] Error,D_Error,prev_error;
	reg signed[10:0] Negative_Error,Zero_Error,Positive_Error,Negative_D_Error,Zero_D_Error,Positive_D_Error;
	reg[3:0] Kp_Small, Kp_Medium, Kp_Large, Kd_Small, Kd_Medium, Kd_Large;
	reg[9:0] Fuzzy_Matrix[0:2][0:2];
	wire[3:0] Kp_Small_Value,Kp_Medium_Value,Kp_Large_Value;
	wire[3:0] Kd_Small_Value,Kd_Medium_Value,Kd_Large_Value;
	wire[7:0] Kp_Small_prod,Kp_Medium_prod,Kp_Large_prod,Kp_num;
	wire[7:0] Kd_Small_prod,Kd_Medium_prod,Kd_Large_prod,Kd_num;
	wire[5:0] Kp_deno,Kd_deno;
	assign Kp_Small_Value=1;
	assign Kp_Medium_Value=4;
	assign Kp_Large_Value=7;
	assign Kd_Small_Value=2;
	assign Kd_Medium_Value=9;
	assign Kd_Large_Value=12;
	assign Kp_Small_prod=Kp_Small*Kp_Small_Value;
	assign Kp_Medium_prod=Kp_Medium*Kp_Medium_Value;
	assign Kp_Large_prod=Kp_Large*Kp_Large_Value;
	assign Kd_Small_prod=Kd_Small*Kd_Small_Value;
	assign Kd_Medium_prod=Kd_Medium*Kd_Medium_Value;
	assign Kd_Large_prod=Kd_Large*Kd_Large_Value;
	assign Kp_num=Kp_Small_prod+Kp_Medium_prod+Kp_Large_prod;
	assign Kd_num=Kd_Small_prod+Kd_Medium_prod+Kd_Large_prod;
   assign Kp_deno=Kp_Small+Kp_Medium+Kp_Large;	
	assign Kd_deno=Kd_Small+Kd_Medium+Kd_Large;
   assign Kp_final=Kp_num/Kp_deno;
   assign Kd_final=Kd_num/Kd_deno;	
   always@ (posedge clk)
	begin
		if(enable==1)begin
         Error=target_vel-current_vel;
			D_Error=Error-prev_error;
			if(Error>10)begin
			   Positive_Error = 10;
		   end
		   else if(Error<-10)begin
			   Negative_Error = 10;
		   end
		   else begin
			  if(Error > 0) begin
				   Positive_Error = Error;
				   Zero_Error = 10 - Error;
			  end
			  else begin
					Negative_Error =  -Error;
					Zero_Error = 10 + Error;
			  end
		   end
			if(D_Error>10)begin
				Positive_D_Error = 10;
			end
			else if(D_Error<-10)begin
				Negative_D_Error = 10;
			end
			else begin
				if(D_Error > 0)begin
					Positive_D_Error = D_Error;
					Zero_D_Error = 10 - D_Error;
				end
				else begin
					Negative_D_Error =  - D_Error;
					Zero_D_Error = 10 + D_Error;
				end
			end
			Fuzzy_Matrix[0][0] = Negative_D_Error < Negative_Error ? Negative_D_Error : Negative_Error;
			Fuzzy_Matrix[0][1] = Zero_D_Error < Negative_Error ? Zero_D_Error : Negative_Error;
			Fuzzy_Matrix[0][2] = Positive_D_Error < Negative_Error ? Positive_D_Error : Negative_Error;
			Fuzzy_Matrix[1][0] = Negative_D_Error < Zero_Error ? Negative_D_Error : Zero_Error;
			Fuzzy_Matrix[1][1] = Zero_D_Error < Zero_Error ? Zero_D_Error : Zero_Error;
			Fuzzy_Matrix[1][2] = Positive_D_Error < Zero_Error ? Positive_D_Error : Zero_Error;
			Fuzzy_Matrix[2][0] = Negative_D_Error < Positive_Error ? Negative_D_Error : Positive_Error;
			Fuzzy_Matrix[2][1] = Zero_D_Error < Positive_Error ? Zero_D_Error : Positive_Error;
			Fuzzy_Matrix[2][2] = Positive_D_Error < Positive_Error ? Positive_D_Error : Positive_Error;
			Kp_Small = Fuzzy_Matrix[1][1];
			Kp_Medium = Fuzzy_Matrix[1][0] > Fuzzy_Matrix[0][1] ? Fuzzy_Matrix[1][0] : Fuzzy_Matrix[0][1];
			Kp_Medium = Kp_Medium > Fuzzy_Matrix[2][1] ? Kp_Medium : Fuzzy_Matrix[2][1];
			Kp_Medium = Kp_Medium > Fuzzy_Matrix[1][2] ? Kp_Medium : Fuzzy_Matrix[1][2];
			Kp_Medium = Kp_Medium > Fuzzy_Matrix[0][0] ? Kp_Medium : Fuzzy_Matrix[0][0];
			Kp_Medium = Kp_Medium > Fuzzy_Matrix[2][2] ? Kp_Medium : Fuzzy_Matrix[2][2];
			Kp_Large =  Fuzzy_Matrix[0][2] > Fuzzy_Matrix[2][0] ? Fuzzy_Matrix[0][2] : Fuzzy_Matrix[2][0];
			Kd_Small = Fuzzy_Matrix[0][2] > Fuzzy_Matrix[2][0] ? Fuzzy_Matrix[0][2] : Fuzzy_Matrix[2][0];
			Kd_Small = Kd_Small > Fuzzy_Matrix[1][1] ? Kd_Small : Fuzzy_Matrix[1][1];
			Kd_Medium = Fuzzy_Matrix[0][0] > Fuzzy_Matrix[0][1] ? Fuzzy_Matrix[0][0] : Fuzzy_Matrix[0][1];
			Kd_Medium = Kd_Medium > Fuzzy_Matrix[2][1] ? Kd_Medium : Fuzzy_Matrix[2][1];
			Kd_Medium = Kd_Medium > Fuzzy_Matrix[2][2] ? Kd_Medium : Fuzzy_Matrix[2][2];
			Kd_Large = Fuzzy_Matrix[1][0] > Fuzzy_Matrix[1][2] ? Fuzzy_Matrix[1][0] : Fuzzy_Matrix[1][2];
         Kp=Kp_Medium_prod; 
         Kd=Kd_final;
			prev_error=Error;
			end
		else begin
		end
	end
endmodule
```
==> flow_metrics.tcl <==
# collected from the flow reports
set metrics [dict create \
    status "finished clean" \
    die-height_um 162.6 \
    cp_slowest_cell "or4b_1" \
    synth_flops 97 \
    drc 0 \
    cp_top_family "AND-OR/OR-AND gates" \
    vias 10680 \
    flop_cell "edfxtp_1" \
    ant_nets 0 \
    met2_usage_pct 46.72 \
    ys_warn_count 2 \
    root_buffer "clkbuf_16" \
    fillers 2293 \
    ys_seq_share_pct 22.57 \
    syn_area_mm2 0.01290 \
    dieArea_mm2 0.02645 \
    grt_pass1_vias 10200 \
    cts_setup_buffers 0 \
    yosysUniqueCellTypes 102 \
    cts_tree "done" \
    grt_pass1_wl_mm 57.47 \
    r2r_start "prev_error[0]" \
    edf_count 97 \
    gp_congestion 1.026 \
    slew_viol_final 0 \
    drive_gt1_share_pct 7.532 \
    post_cts_resized 0 \
    r2r_cells 71 \
    warnings 34 \
    reg2reg_to "Kp_Medium[1]" \
    syn_area_per_cell_um2 8.918 \
    overflow 0 \
    hpwlAfterDp_mm 29.55 \
    ios 30 \
    rsz0062_at_grt "no" \
    via_per_inst 5.876 \
    grt_util_met1_pct 43.67 \
    cts_buffers 9 \
    synth_async_sr_flop_share_pct 0 \
    max_slew_margin_pct 35.92 \
    cp-end-kind "flop" \
    synth_cells 1447 \
    hp-start "Kp_Medium[0]" \
    finalSetupTns_ns 0 \
    worst_slew_pin_slew_ns 0.9611 \
    worstSetupPathType "primary input to flop" \
    final-setup-viol-count 0 \
    worstHoldPathType "flop to flop" \
    cp.required_ns 30.79 \
    pre_cts_ws_ns 8.148 \
    yosys-stat-area_mm2 0.01290 \
    drt-total-wl_mm 36.65 \
    path_clk_slew_ns 0.07 \
    worstSetupEndpoint "Kp_Medium[1]" \
    track_usage_pct 29.80 \
    period_used_pct 72.89 \
    antennaDiodeCount 0 \
    crit_buf_inv 6 \
    fp_util_pct 51.09 \
    fp.dieW_um 162.6 \
    ff2ff_setup_slack_ns 15.49 \
    core_area_mm2 0.02525 \
    grt_max_degree 50 \
    clock_tree.buffer_depth 2 \
    fmax_mhz 44.83 \
    dr.pass1.iters 5 \
    cts_num_sinks 97 \
    final_cell_area_mm2 0.01394 \
    wire_per_inst_um 20.17 \
    max_cap_viol_count 0 \
    drt_iter0_markers 802 \
    startpoint "current_vel[0]" \
    globalRoute.busiestLayer "met2" \
    crit_top_cell "ha_1" \
    hold_viol_final 0 \
    start_kind "primary input" \
    critPathMaxStageDelay_ns 0.67 \
    port_buffers 27 \
    min_path_cells 0 \
    min_period_ns 22.30 \
    ctsHoldBuffers 0 \
    rows 58 \
    arrival_ns 22.49 \
    clock_skew_ns 0.01379 \
    area_growth_pct 8.000 \
    worst-path-max-fanout 19 \
    clkLatencyLatePin_ns 0.36 \
    crit_cells 80 \
    layout_setup_ws_ns 8.296 \
    dpl_cell_area_mm2 0.01365 \
    ys_cells 1447 \
    globalRouteMet3Util_pct 5.351 \
    grt_antenna_before_repair 0 \
    ctsHtreeMaxLevel 3 \
]
==> cells by family (layout without fill, tap and decap cells) <==
logic type	after synthesis	after routing	synth area share, %
xor gates and xnor gates	42	42	2.851
other	1	2	0.02906
muxes	68	68	5.585
buffers and inverters	184	223	5.575
AOI/OAI and AO/OA	418	418	22.87
and+or+nand+nor	381	381	14.93
adders and majority gates	256	256	25.58
DFF	97	97	22.57
==> synth_stat cells, types with 6 or more instances <==
library cell  number  area (µm²)
a211oi_1          11       82.58
a21o_1            34       255.2
a21oi_1          112       560.5
a31oi_1           13       81.33
a41o_1             7       70.07
and2_1            14       87.58
and3_1            11       68.82
buf_2             10       50.05
clkbuf_1          16       60.06
edfxtp_1          97        2913
fa_1              13       260.3
ha_1             243        3040
inv_1            148       555.5
mux2_2            18       202.7
mux2i_1           48       480.5
nand2_1           87       326.6
nand2b_1          30       187.7
nand3_1           18       90.09
nand4_1           22       137.6
nor2_1            99       371.6
nor2b_1           28       175.2
nor3_1            30       150.1
nor4_1             9       56.30
o211a_1            6       60.06
o211ai_1          10       75.07
o21a_1            36       270.3
o21ai_0           77       385.4
o21ai_1            6       30.03
o22ai_1            9       56.30
o31a_1             6       52.55
o31ai_1            8       60.06
xnor2_1           33       289.0
xor2_1             9       78.83
==> registers in the layout, summed over array words and instances (netlist names) <==
name and flops:
Positive_Error 11, Kp 2, Kd_Small 4, Negative_Error 11, Negative_D_Error 11, Kp_Medium 2, prev_error 11, Kd 4
Zero_D_Error 11, Kd_Medium 4, Kd_Large 4, Zero_Error 11, Positive_D_Error 11
==> layout make-up <==
class	instances	area, µm²	share of cell area [%]
flip-flops and latches	97	2913	20.90
clock buffers	10	229.0	1.643
inverters	152	570.5	4.094
multi-input cells	1167	9275	66.56
repair buffers	55	478.0	3.430
clock inverters	6	57.56	0.4130
well taps	330	412.9	2.963
==> per-stage QoR <==
| stage | instances | hold slack (ns) | util (%) |
|---|---|---|---|
| after floorplan | 1448 | 0.4003 | - |
| after global placement | 1801 | 0.4032 | 54.05 |
| after detailed placement | 1801 | 0.4045 | 54.05 |
| after CTS | 1817 | 0.4216 | 55.18 |
| after global routing | 1817 | 0.4242 | 55.18 |
| final | 1817 | 0.4221 | 55.18 |
==> worst register-to-register path: cells and delay by family (launching register included) <==
kind	cells	cell delay, ns
xor gates and xnor gates	1	0.44
DFF	1	0.37
adders and majority gates	9	2.74
buffers and inverters	4	0.56
AOI/OAI and AO/OA	37	6.99
muxes	4	1.31
and+or+nand+nor	16	2.59
==> metal layers <==
metal  share of wire (%)  wire, µm
met1                  46     16820
met3                 5.8      2110
met2                  45     16460
met4                 3.4      1262
met5                   0         0
==> layout by cell type, fill, tap and decap left out, types with 33 or more instances in the layout <==
cell / instances
inv_1: 148
edfxtp_1: 97
ha_1: 243
o21ai_0: 77
xnor2_1: 33
o21a_1: 36
a21o_1: 34
mux2i_1: 48
nand2_1: 87
a21oi_1: 112
nor2_1: 99
==> how the worst min path moves through the flow <==
| stage | slack, ns | endpoint |
|---|---|---|
| 4_1_cts | 0.42 | Kp[2] |
| 5_1_grt | 0.42 | Kp[2] |
| 6_report | 0.42 | Kp[2] |
