**/design/flow/run.sh**
```bash
#!/bin/bash
# OpenROAD 26Q1-2900-gdf79404cd8, Yosys 0.63+post, stock flow scripts
make -C /OpenROAD-flow-scripts/flow DESIGN_CONFIG=/design/flow/config.mk WORK_HOME=/design/flow/orfs finish
```
**/design/flow/config.mk**
```make
export PLATFORM = sky130hd
export DESIGN_NAME = pid_controller
export DESIGN_NICKNAME = pid_controller
export VERILOG_FILES = /design/flow/design.v
export SDC_FILE = /design/flow/constraint.sdc
export NUM_CORES = 4
export LEC_CHECK = 1
export CORE_UTILIZATION = 40
```
**/design/flow/constraint.sdc**
```tcl
current_design pid_controller

set clk_period 6.5
set clk_io_pct 0.2

create_clock -name clk0 -period $clk_period [get_ports {clk}]

set non_clock_inputs [all_inputs -no_clocks]
set_input_delay [expr $clk_period * $clk_io_pct] -clock clk0 $non_clock_inputs
set_output_delay [expr $clk_period * $clk_io_pct] -clock clk0 [all_outputs]
```
**/design/flow/design.v**
```verilog
`timescale 1ns / 1ps
module pid_controller(
 input [7:0] target_vel, 
 input [7:0] current_vel,
 input [3:0] kp,kd,ki,
 input clk,ce,
 output reg[7:0] vel_output
    );
	reg[7:0] target_vel_r; 
   reg[7:0] current_vel_r;
   reg[3:0] Kp_r,Kd_r,Ki_r;
	reg signed[8:0] error,error_diff,error_accum,prev_error;
	wire[7:0] vel_output_w;
   assign vel_output_w=kp*error+ki*error_accum+kd*error_diff;	 
	initial begin
		error=0;
		prev_error=0;
		error_accum=0;
		vel_output=0;
	end
   always@ (posedge clk)
	begin
		if(ce==1)begin
		   target_vel_r=target_vel;
			current_vel_r=current_vel;
			Kp_r=kp;
			Kd_r=kd;
			Ki_r=ki;
			error=target_vel-current_vel;
			error_diff=error-prev_error;
	      error_accum=error_accum+error;
			vel_output=vel_output_w;
			prev_error=error;
			end
		else begin
		   prev_error=0;
			error_accum=0;
			end
	end
endmodule
```
==> impl_metrics.json <==
{
  "cts_made_buffers": 5,
  "num_rows": 36,
  "syn_area_um2": 4000,
  "wl_per_cell_um": 12.5,
  "power_mw": 2.83,
  "cp_common_cell": "fa_1",
  "hpwl_um": 6040,
  "cp_max_fo": 8,
  "clkSlewWorstSetupHoldPaths_ns": 0.08,
  "fp_util_pct": 41.1,
  "grt_max_degree": 42,
  "relSlewSlack_pct": 68.8,
  "synth_seq_share_pct": 26.0,
  "grt_usage_pct": 15.8,
  "clock_path_buffers": 2,
  "root_buffer": "clkbuf_8",
  "worst_pin_slew_ns": 0.468,
  "rsz0062_at_grt": "no",
  "ctsResizeCount": 0,
  "synth_cell_types": 29,
  "slew_viol_final": 0,
  "crit_required_ns": 6.55,
  "core_area_um2": 9730,
  "die_h_um": 102,
  "mux_area_share_pct": 0.250,
  "chipArea_um2": 10400,
  "ant_nets": 0,
  "xor_area_share_pct": 9.99,
  "path_delay_family": "adder cells",
  "crit_buf_inv": 3,
  "synth-seq-cells": 40,
  "port_buffers": 37,
  "crit_arrival_ns": 5.80,
  "power_frac_comb_pct": 74.1,
  "ys_warn_count": 1,
  "endpoint_kind": "register",
  "cts_tree": "done",
  "p_switching_mw": 1.19,
  "final_layout_size_suffix_gt1_share_pct": 3.23,
  "fin_util_pct": 47.9,
  "ys_area_um2": 4000,
  "top_area_cell": "fa_1",
  "h-tree-depth": 2,
  "top_cells_by_area": "fa_1 24%, edfxtp_1 18%, ha_1 13%, dfxtp_1 8.0%, xnor2_1 7.0%",
  "area_delta_synth_final_pct": 16.6,
  "fmax_ghz": 0.174,
  "placed_cell_area_um2": 4540,
  "holdWs_ns": 0.642,
  "synth_area_per_cell_um2": 10.3,
  "finalSetupTns_ns": 0,
  "ir_drop_mv": 0.480,
  "fin_crit_sh_pct": 88.6,
  "antenna_found_initial": 0,
  "grt_pass1_wl_um": 12000,
  "p_sw_share_pct": 41.8,
  "tool_warnings": 25,
  "grt_overflow": 0,
  "max_cap_viol_count": 0,
  "routed_via_density": 4.52,
  "period_needed_ns": 5.76,
  "drt_wl_total_um": 7080,
  "simple_gate_share_pct": 12.6,
  "cp_cell_sequence": "clkdlybuf4s50_1 -> and2_1 -> fa_1 -> inv_1 -> fa_1 -> inv_1 -> fa_1 -> fa_1 -> fa_1 -> ha_1 -> a21o_1 -> a21oi_1 -> o21ai_0 -> xnor2_1 -> xnor2_1",
  "pin_count": 38,
  "insertion_delay_ns": 0.29,
  "num-fill-cells": 933,
  "hold_buffers": 0,
  "yosys.area.top_type_share_pct": 24.0,
  "cts_setup_buffers": 0,
  "synthAdderAreaFrac_pct": 36.6,
  "stdcell_area_um2": 4660,
  "drt_iter0_markers": 47,
  "finalSetupViolations": 0,
  "diodes": 0,
  "synthCells": 389,
  "seq_power_share_pct": 18.4,
  "place_congestion": 0.856,
  "chipWidth_um": 102,
  "p_clk_share_pct": 7.5,
  "cp_slowest_cell": "clkdlybuf4s50_1",
  "hold_viol_final": 0,
  "synth.yosys.num_cells": 389,
  "grt_pass1_vias": 2559,
  "powerDensity_nw_per_um2": 608,
  "drc_errors": 0,
  "dr.pass1.iters": 4,
  "slowest_delay_ns": 0.54,
  "p_leak_nw": 2.15,
  "p_int_mw": 1.65,
  "min_path_type": "register to register",
  "dr_total_vias": 2563,
  "aoi_share_pct": 7.45,
  "ys_top_logic_family": "adder cells",
  "clock-sinks": 40,
  "setup.worst_path.class": "input pin to register",
  "critPathLaunchType": "input pin",
  "outcome": "finished clean",
  "clock_skew_ns": 0.00433
}
[cells by family (layout without fill, tap and decap cells)]
group | after synthesis | count (layout)
multiplexers | 1 | 1
adder cells (fa/ha/maj) | 88 | 88
XOR/XNOR | 43 | 43
buffers and inverters | 75 | 120
AND-OR/OR-AND | 41 | 41
flip-flops | 40 | 40
AND/OR/NAND/NOR | 101 | 101
[final timing paths]
kind | endpoint | depth (start not counted) | slack (ns) | start
worst max-delay path | vel_output[7] | 15 | 0.74 | ki[0]
worst min-delay path | error_diff[0] | 2 | 0.64 | prev_error[0]
worst max register to register | vel_output[7] | 14 | 1.92 | error_diff[1]
worst min register to register | error_diff[0] | 2 | 0.64 | prev_error[0]
[registers in the layout (all words and copies together) (netlist names)]
register	flops
error	8
error_accum	8
error_diff	8
prev_error	8
vel_output	8
[worst reg2reg max path: stages, from the launching register on]
cell and delay (ns):
edfxtp_1 0.46, and2_1 0.21, fa_1 0.48, inv_1 0.05, fa_1 0.47, inv_1 0.05, fa_1 0.50, fa_1 0.52
fa_1 0.51, ha_1 0.31, a21o_1 0.15, a21oi_1 0.20, o21ai_0 0.14, xnor2_1 0.15, xnor2_1 0.12
[synth_stat cells]
master    number
a21o_1        15
ha_1          40
mux2i_1        1
fa_1          48
edfxtp_1      24
nand2_1       51
xor3_1         1
dfxtp_1       16
o21bai_1       3
inv_1         74
o21ai_0        2
a211oi_1       1
a31oi_4        1
a21oi_1       11
nand2b_1       1
xor2_1         9
xnor2_2        1
a21oi_2        1
and2_1        43
clkbuf_1       1
nor2b_1        3
a2111o_1       1
or3_1          2
xnor2_1       32
o211ai_1       1
o21a_1         2
o21ai_2        2
a41oi_1        1
and2_2         1
[cells in the final DEF, fill, tap and decap left out, types with 2 or more instances in the layout]
master and instances:
clkbuf_16 2, clkbuf_8 5, dfxtp_1 16, a21oi_1 11
nand2_1 51, nor2b_1 3, xnor2_1 32, o21bai_1 3
o21a_1 2, clkdlybuf4s50_1 37, xor2_1 9, o21ai_0 2
o21ai_2 2, and2_1 43, a21o_1 15, ha_1 40
or3_1 2, inv_1 74, fa_1 48, edfxtp_1 24
[per-layer routing]
layer | up-vias | wire [µm] | track usage, %
met3 | 5 | 221 | 2.57
met1 | 1216 | 3270 | 22.9
met2 | 36 | 3510 | 27.3
met4 | 0 | 82 | 1.21
li1 | 1306 | - | -
met5 | - | 0 | 0
[metrics by stage]
stage | setup slack [ns] | instances
after floorplan | 1.18 | 389
after global placement | 0.450 | 559
after detailed placement | 0.410 | 559
after CTS | 0.724 | 567
after global routing | 0.594 | 567
final | 0.744 | 567
[cell type report]
| type | instances | area (µm²) | area share, % |
|---|---|---|---|
| Clock buffer | 8 | 123 | 2.63 |
| Inverter | 74 | 278 | 5.96 |
| Multi-Input combinational cell | 274 | 2670 | 57.4 |
| Timing Repair Buffer | 38 | 378 | 8.11 |
| Tap cell | 133 | 166 | 3.57 |
| Sequential cell | 40 | 1040 | 22.3 |
[power by group through the flow]
stage         Combinational (mW)  Sequential (mW)  Clock, mW
finish                      2.10            0.521      0.213
CTS                         2.15            0.524      0.220
global route                2.41            0.533      0.229
